[./run.sh]
#!/bin/bash
# OpenROAD 26Q1-2900-gdf79404cd8, Yosys 0.63+post, stock flow scripts
make -C /OpenROAD-flow-scripts/flow DESIGN_CONFIG=/design/flow/config.mk WORK_HOME=/design/flow/orfs finish
[./config.mk]
export PLATFORM = sky130hd
export DESIGN_NAME = cricket_tracker
export DESIGN_NICKNAME = cricket_tracker
export VERILOG_FILES = /design/flow/design.v
export SDC_FILE = /design/flow/constraint.sdc
export NUM_CORES = 4
export LEC_CHECK = 1
export CORE_UTILIZATION = 30
[./constraint.sdc]
current_design cricket_tracker

set clk_period 3.9
set clk_io_pct 0.2

create_clock -name clk0 -period $clk_period [get_ports {clk}]

set non_clock_inputs [all_inputs -no_clocks]
set_input_delay [expr $clk_period * $clk_io_pct] -clock clk0 $non_clock_inputs
set_output_delay [expr $clk_period * $clk_io_pct] -clock clk0 [all_outputs]
[./design.v]
module cricket_tracker(
    input clk,
    input reset,
    input start_innings,
    input ball_bowled,
    input [2:0] runs_scored,
    input wicket_fallen,
    output [2:0] balls,
    output [4:0] overs,
    output [15:0] total_runs,
    output [3:0] wickets,
    output [1:0] game_state,
    output innings_active
);
parameter IDLE = 2'b00;
parameter PLAYING = 2'b01;
parameter INNINGS_OVER = 2'b10;
reg [1:0] state;
assign game_state = state;
wire over_complete;
wire all_out;
wire max_overs_reached;
assign all_out = (wicket_count == 10);
assign max_overs_reached = (over_count == 20);
assign innings_active = (state == PLAYING);
always @(posedge clk) begin
    if (reset) begin
        state <= IDLE;
    end else begin
        case(state)
            IDLE: begin
                if (start_innings)
                    state <= PLAYING;
            end
            PLAYING: begin
                if (all_out || max_overs_reached)
                    state <= INNINGS_OVER;
            end
            INNINGS_OVER: begin
                state <= INNINGS_OVER;
            end
            default: state <= IDLE;
        endcase
    end
end
reg [2:0] ball_count;
assign balls = ball_count;
assign over_complete = (ball_count == 5 && ball_bowled && innings_active);
always @(posedge clk) begin
    if (reset || state == IDLE)
        ball_count <= 0;
    else if (ball_bowled && innings_active) begin
        if (ball_count == 5)
            ball_count <= 0;
        else
            ball_count <= ball_count + 1;
    end
end
reg [4:0] over_count;
assign overs = over_count;
always @(posedge clk) begin
    if (reset || state == IDLE)
        over_count <= 0;
    else if (over_complete)
        over_count <= over_count + 1;
end
reg [15:0] runs;
assign total_runs = runs;
always @(posedge clk) begin
    if (reset || state == IDLE)
        runs <= 0;
    else if (ball_bowled && innings_active)
        runs <= runs + runs_scored;
end
reg [3:0] wicket_count;
assign wickets = wicket_count;
always @(posedge clk) begin
    if (reset || state == IDLE)
        wicket_count <= 0;
    else if (wicket_fallen && innings_active && wicket_count < 10)
        wicket_count <= wicket_count + 1;
end
endmodule
==> results.json <==
{
  "syn_avg_cell_area_um2": 8.86,
  "grt_usage_pct": 12.3,
  "synth-xor-area-share_pct": 8.88,
  "simple_gate_area_share_pct": 25.7,
  "chipArea_um2": 5220,
  "whs_path_depth": 2,
  "clk_path_buf_depth": 2,
  "drt-total-wl_um": 3040,
  "layout_min_cycle_time_ps": 2430,
  "compound_area_share_pct": 9.64,
  "ys_types": 37,
  "htree_levels": 2,
  "place.gp.congestion": 0.755,
  "fp-utilization_pct": 31.3,
  "area.combinational_um2": 830,
  "fin_tns_setup_ps": 0,
  "cts.sinks": 30,
  "reg2reg_depth": 6,
  "crit_type": "input pin to flop",
  "ys_seq_share_pct": 40.6,
  "fp.dieH_um": 72.2,
  "slew_violations": 0,
  "synth_area_leader_cell": "dfxtp_1",
  "hp-class": "flop to flop",
  "ys_cells": 167,
  "startpoint_type": "input pin",
  "final_hold_viol_count": 0,
  "top_logic_kind": "simple AND/OR/NAND/NOR gates",
  "worstSkewPairLatency_ps": 280,
  "static-leakage-power_nw": 0.683,
  "route.detailed.drc": 0,
  "vias": 1284,
  "mux_share_pct": 2.03,
  "common_cells": "30 x dfxtp_1, 25 x nor2_1, 13 x a21oi_1",
  "clock_skew_ps": 4.35,
  "drive_gt1_share_pct": 6.73,
  "worst_slew_pin_slew_ps": 606,
  "relSlewSlack_pct": 59.3,
  "rsz0062_at_grt": "no",
  "edf_count": 0,
  "dpl.hpwl_um": 2120,
  "io_pins": 39,
  "ys_warn_count": 1,
  "worst_ep_required_time_ps": 4100,
  "die_w_um": 72.2,
  "clockRootBuffer": "clkbuf_8",
  "rows": 25,
  "cts-resized-gates": 0,
  "synthTopCellsByArea": "dfxtp_1 41%, ha_1 8.5%, xnor2_1 6.5%",
  "r2r_start": "state[1]",
  "antenna_found_initial": 0,
  "async_flop_share_pct": 0,
  "grt_max_degree": 28,
  "min_to": "runs[0]",
  "wl_per_cell_um": 11.0,
  "ant_nets": 0,
  "dp_cells": 267,
  "rr_endpoint": "runs[11]",
  "cts_buffers": 5,
  "regArea_um2": 601,
  "hold_buffers": 0,
  "fin_cells": 275,
  "path_max_fanout": 5,
  "max_freq_mhz": 411,
  "cp_data_arrival_time_ps": 2630,
  "grt_pass1_vias": 1134,
  "hold_start": "runs[0]",
  "grt_pass1_wl_um": 5110,
  "power_density_nw_per_um2": 386,
  "endpoint_kind": "flop",
  "numPortBuffers": 38,
  "adder_share_pct": 9.81,
  "yosys_area_um2": 1480,
  "warnings": 29,
  "syn_area_um2": 1480,
  "vdd_drop_max_v": 0.000157,
  "post-route-period-util_pct": 62.3,
  "core_um2": 4720,
  "outcome": "complete, no violations",
  "drtIter0Drc": 42,
  "clkTransAtPathRegs_ps": 60,
  "dr.pass1.iters": 4,
  "gr-total-overflow": 0,
  "synthFlopType": "dfxtp_1",
  "cap_viol_max_count": 0,
  "timing.hold.ws_ps": 479,
  "most_common_cell": "dfxtp_1",
  "finalSetupViolations": 0,
  "r2r_setup_slack_ps": 1940,
  "area_growth_pct": 36.2,
  "cts_tree": "done",
  "diodes": 0,
  "cts_setup_buffers": 0,
  "yosysTopAreaCellShare_pct": 40.6,
  "fillCellCount": 486,
  "synthCells": 167,
  "via_per_inst": 4.67,
  "numSynthFlops": 30
}
[critical path: stages]
cell and delay, ps:
clkdlybuf4s50_1 460, ha_1 180, fa_1 210, a21oi_1 140, or3_4 400, or3_1 310
a21oi_1 130
[cell type report]
class	instances	share of cell area (%)
Tap cell	67	4.16
Inverter	8	1.49
Sequential cell	30	29.8
Clock inverter	1	0.248
Multi-Input combinational cell	124	41.2
Timing Repair Buffer	38	18.9
Clock buffer	7	4.28
[cell families (layout without fill, tap and decap cells)]
logic type	count (synthesis)	after routing
and+or+nand+nor	71	71
muxes	3	3
DFF	30	30
AOI/OAI and AO/OA	24	24
adders and majority gates	11	11
buffers and inverters	13	54
xor gates and xnor gates	15	15
[routing by layer]
metal | GRT usage [%] | vias to the layer above | wire (µm)
met5 | 0 | - | 0
met4 | 1.74 | 0 | 19
met3 | 3.10 | 2 | 155
met2 | 18.7 | 36 | 1310
met1 | 18.6 | 582 | 1550
li1 | - | 664 | -
[report_power, final]
group	total, mW	leakage [nW]	internal [mW]	switching (mW)
Combinational	0.189	0.393	0.0833	0.106
Clock	0.254	0.0482	0.142	0.112
Sequential	0.334	0.242	0.321	0.0134
[per-stage QoR]
| step | util [%] | setup WS, ps | total power, mW | instance area [µm²] |
|---|---|---|---|---|
| after global placement | 40.7 | 1200 | 0.530 | 1920 |
| after detailed placement | 40.7 | 1180 | 0.531 | 1920 |
| after CTS | 42.7 | 1440 | 0.793 | 2020 |
| after global routing | 42.7 | 1360 | 0.835 | 2020 |
| after floorplan | - | 1780 | 0.460 | 1480 |
| final | 42.7 | 1470 | 0.778 | 2020 |
[cells in the final DEF (no fill, tap or decap), types with 2 or more instances in the layout]
cell / n
mux2i_1: 3
clkdlybuf4s50_1: 38
xor2_1: 4
inv_1: 8
and4_1: 3
and2_1: 3
o21ai_0: 4
nand4_1: 6
nand2_1: 9
a31o_2: 2
nor2_1: 25
a211oi_1: 2
nor4_1: 3
a21oi_1: 13
dfxtp_1: 30
nor3_1: 2
or3_1: 4
xnor2_1: 11
nand3_1: 5
clkbuf_8: 6
ha_1: 10
[worst max path at each step]
stage | startpoint | to | slack (ps) | cells past startpoint
after CTS | state[1] | innings_active | 1440 | 3
after global routing | state[1] | innings_active | 1360 | 3
final | runs_scored[0] | runs[12] | 1470 | 7
[flip-flops by register name (all words and copies together), names as in the netlist]
register      flops
ball_count        3
wicket_count      4
over_count        5
state             2
runs             16
Power figures rest on the tool's default switching activity, not on a simulated workload.
